<file path="flow/run.sh">
#!/bin/bash
# OpenROAD 26Q1-2900-gdf79404cd8, Yosys 0.63+post, stock flow scripts
make -C /OpenROAD-flow-scripts/flow DESIGN_CONFIG=/design/flow/config.mk WORK_HOME=/design/flow/orfs finish
</file>
<file path="flow/config.mk">
export PLATFORM = sky130hd
export DESIGN_NAME = mult
export DESIGN_NICKNAME = mult
export VERILOG_FILES = /design/flow/design.v
export SDC_FILE = /design/flow/constraint.sdc
export NUM_CORES = 4
export LEC_CHECK = 1
export CORE_UTILIZATION = 50
</file>
<file path="flow/constraint.sdc">
current_design mult

set clk_period 28.5
set clk_io_pct 0.2

create_clock -name clk0 -period $clk_period [get_ports {clk}]

set non_clock_inputs [all_inputs -no_clocks]
set_input_delay [expr $clk_period * $clk_io_pct] -clock clk0 $non_clock_inputs
set_output_delay [expr $clk_period * $clk_io_pct] -clock clk0 [all_outputs]
</file>
<file path="flow/design.v">
module mult(clk, mult, mult_end, a, b, high, low, reset);
    input wire clk;
    input wire mult;
    input wire reset;
    input wire [31:0] a;
    input wire [31:0] b;
    output reg [31:0] high;
    output reg [31:0] low;
    output reg mult_end;
    integer cont = -1;
    reg [64:0] add, sub, prod;
    reg [31:0] comp;
    always @(posedge clk) begin
        if(reset == 1'b1) begin
            high = 32'b0;
            low = 32'b0;
            mult_end = 1'b0;
            add = 65'b0;
            sub = 65'b0;
            prod = 65'b0;
            comp = 32'b0;
            cont = -1;
        end
        if(mult == 1'b1) begin
            add = {a, 33'b0};
            comp = (~a + 1'b1);
            sub = {comp, 33'b0};
            prod = {32'b0, b, 1'b0};
            cont = 32;
            mult_end = 1'b0;
        end
        case (prod[1:0])
            2'b01: prod = prod + add;
            2'b10: prod = prod + sub;
        endcase
        prod = prod >> 1;
        if(prod[63] == 1'b1) begin
            prod[64] = 1'b1;
        end
        if(cont > 0) begin
            cont = (cont - 1);
        end
        if(cont == 0) begin
            high = prod[64:33];
            low = prod[32:1];
            mult_end = 1'b1;
            add = 65'b0;
            sub = 65'b0;
            prod = 65'b0;
            cont = -1;
        end
    end
endmodule
</file>
==> job_summary.md <==
### Flow metrics

| Metric | Value |
|---|---|
| First-pass GRT wire length | 72.4 mm |
| Async set-or-reset flop fraction in the synthesized netlist | 0% |
| Final clock skew | 19.5 ps |
| Pre-CTS WS | 16260 ps |
| Mapped Area | 0.0167 mm2 |
| Clock Sinks | 290 |
| Yosys adder share | 5.15% |
| Core area | 0.0327 mm2 |
| Final hold vios | 0 |
| Die height | 185 um |
| Ys Warns | 1 |
| CP max stage cell | nor2_4 |
| H-tree depth | 2 |
| Fillers | 2908 |
| First-iteration detailed-routing DRC count | 924 |
| Layout area overhead | 15.1% |
| Die Width | 185 um |
| Setup TNS | 0 ps |
| Max Cap Violations | 0 |
| Mux share | 6.28% |
| Chip area line of the yosys report | 0.0167 mm2 |
| Register share after synthesis | 38.6% |
| Synth Flop Type | dfxtp_1 |
| EDFF count, synth | 63 |
| Routed WL per cell | 18.2 um |
| Antenna Nets Post-Route | 0 |
| GR Util All Layers | 27.9% |
| Gr ovfl total | 0 |
| Final WL | 44.9 mm |
| Worst-case clock buffer depth | 3 |
| Leakage | 8.08 nW |
| CTS Buf Count | 35 |
| Post-placement cell count | 2395 |
| Cells after synthesis | 1928 |
| Hold Path Class | flip-flop to flip-flop |
| Avg Inst Size Synth | 8.64 um2 |
| Clk slew on worst S/H paths | 50 ps |
| Sequence of cells on the critical path | buf_4 > buf_4 > nor2_4 > a22o_1 > ha_4 > buf_4 > mux2i_1 > nor2_1 > ha_1 > and4_1 > nand3_1 > a211o_1 > o21ai_0 > a21oi_1 > o32ai_1 > o21ai_0 > a2111oi_0 > mux2i_1 > nor2_1 |
| Pwr Density | 55.5 mW/mm2 |
| Ys cells | 1928 |
| Max-slew headroom | 32.9% |
| Via density | 5.77 |
| Hold Path End | mult_end |
| Share of layout cells above drive strength 1 | 5.01% |
| Crit-path most repeated cell | buf_4 |
| Crit-path max cell delay | 730 ps |
| Power, Total | 1.06 mW |
| TritonCTS clock tree | done |
| Diode count | 0 |
| First-pass DRT Iterations | 7 |
| Worst reg2reg path startpoint | prod[1] |
| Cells on worst reg2reg path | 16 |
| # IOs | 132 |
| Peak supply drop | 0.0467 mV |
| Seq cells post-synth | 290 |
| Simple-Gate Area Share | 20.7% |
| Final min period | 11700 ps |
| F_max | 0.0854 GHz |
| Setup bufs post-CTS | 0 |
| Hold path cells | 2 |
| Worst Path Required | 28740 ps |
| Initial antenna violation count | 0 |
| Arr. time, crit path | 11940 ps |
| CP max FO | 62 |
| Clock Latency Late Sink | 520 ps |
| RSZ-0062 raised after global routing | false |
| Startpoint types | primary input |
| Setup violators final | 0 |
| Status | complete, no violations |
| AO/OA Area Share | 19.4% |
| Tool Warnings | 26 |
| Via count | 14180 |
| Pin count of the biggest net entering global routing | 68 |
| Post-layout worst setup margin | 16800 ps |
| Finished Layout Cells | 2458 |
| Reg2reg end | high[28] |
| Fp util | 51.0% |
| Buf/Inv on CP | 3 |
| CP delay by family, top | AND-OR/OR-AND gates |
| Root Driver | clkbuf_16 |
| Critical path class | primary input to flip-flop |
| Worst-margin pin slew | 999 ps |
| Number of global-route vias before repair | 13389 |
| Port Buffers | 131 |
| Residual DRC | 0 |
| Cts hold-fix bufs | 0 |
| Setup crit end kind | flip-flop |
| XOR-XNOR Cells, Area Fraction | 5.10% |
| Routability cong. | 0.953 |
| Hold Slack | 442 ps |
| Post-CTS Resized | 0 |
| Final worst path period share | 41.1% |
| DP Wirelength | 31.3 mm |
| Max-slew violation count | 0 |
| Chip area | 0.0341 mm2 |
| Reg2Reg Setup Slack | 23190 ps |
| Logic family by area | simple AND/OR/NAND/NOR gates |
| Min-delay src | mult_end |
| Row count | 66 |
| Distinct lib cells used | 76 |
[layout make-up]
cell class / instances / area (um2) / area share, %
Multi-Input combinational cell: 1477 / 9480 / 49.4
Sequential cell: 290 / 6440 / 33.6
Timing Repair Buffer: 152 / 1470 / 7.65
Clock buffer: 47 / 982 / 5.12
Tap cell: 442 / 553 / 2.88
Inverter: 34 / 130 / 0.679
Clock inverter: 16 / 128 / 0.665
[cells by family after synthesis]
| kind of cell | after synthesis |
|---|---|
| xor+xnor | 97 |
| fa+ha+maj | 68 |
| mux | 104 |
| flops | 290 |
| buf+inv | 161 |
| compound gates | 478 |
| simple gates | 730 |
[flip-flops by register name (all words and copies together), names as in the netlist]
register,cells
add,65
cont,32
high,31
low,32
mult_end,1
prod,64
sub,65
[per-layer routing]
layer  GRT usage, %  routed length (um)  vias to the layer above
met5              0                   0                        -
met4           4.30                 746                        0
met3           4.12                2280                       52
met2           40.3               19100                      363
met1           46.3               22700                     6644
li1               -                   -                     7121
[synthesized netlist by cell type (all sizes together) (14+ instances only)]
master | count | area [um2]
edfxtp | 63 | 1890
clkbuf | 83 | 312
nand4 | 21 | 131
nor4 | 26 | 163
nand2 | 126 | 473
buf | 44 | 340
nor2 | 320 | 1200
and3 | 72 | 450
o21ai | 84 | 424
mux2i | 99 | 991
ha | 67 | 838
a22o | 32 | 280
a21oi | 112 | 561
a211oi | 14 | 110
xor2 | 37 | 324
or3 | 14 | 87.6
a22oi | 55 | 413
xnor2 | 60 | 526
and2 | 37 | 231
inv | 34 | 128
a21o | 47 | 353
dfxtp | 227 | 4540
nor3 | 40 | 210
o211ai | 20 | 155
[through the flow]
step | util, % | instance area [um2]
global placement | 55.2 | 18100
global route | 58.6 | 19200
detailed placement | 55.2 | 18100
finish | 58.6 | 19200
floorplan | - | 16700
CTS | 58.6 | 19200
[worst max path at each step]
stage	start	end	slack, ps	depth (start not counted)
after CTS	mult	high[28]	16780	19
after global routing	mult	high[28]	16180	19
final	mult	high[28]	16800	19
[worst reg2reg max path, stage by stage, from the launching register on]
cell	delay (ps)
dfxtp_1	320
a22o_1	250
ha_4	400
buf_4	560
mux2i_1	250
nor2_1	60
ha_1	410
and4_1	240
nand3_1	110
a211o_1	280
o21ai_0	420
a21oi_1	240
o32ai_1	350
o21ai_0	240
a2111oi_0	550
mux2i_1	300
nor2_1	60
[report_power, final]
group          switching, mW  leakage, nW  internal [mW]  total [mW]
combinational          0.106         5.00         0.0720       0.178
sequential            0.0102         2.53          0.448       0.458
clock                  0.175        0.548          0.253       0.427
[cells in the final DEF, fill, tap and decap left out, types with 47 or more instances in the layout]
master	n
o21ai_0	80
xnor2_1	60
dfxtp_1	227
a21oi_1	112
a22oi_1	55
nor2_1	319
edfxtp_1	63
clkdlybuf4s50_1	130
ha_1	66
and3_1	72
mux2i_1	99
a21o_1	47
nand2_1	125
Power is estimated from default activity; no workload was simulated.
