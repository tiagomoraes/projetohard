**flow/config.mk**
```make
export PLATFORM = sky130hd
export DESIGN_NAME = div
export DESIGN_NICKNAME = div
export VERILOG_FILES = /design/flow/design.v
export SDC_FILE = /design/flow/constraint.sdc
export NUM_CORES = 4
export LEC_CHECK = 1
export CORE_UTILIZATION = 40
```
**flow/design.v**
```verilog
module div(clk, div, div_end, div_zero, a, b, high, low, reset);
    input wire clk;
    input wire div;
    input wire reset;
    input wire [31:0] a;
    input wire [31:0] b;
    output reg [31:0] high;
    output reg [31:0] low;
    output reg div_end;
    output reg div_zero;
    integer cont = -1;
    reg flag;
    reg flagdiv;
    reg [31:0] auxa;
    reg [31:0] auxb;
    reg [31:0] remainder;
    reg [63:0] divisor;
    reg [63:0] dividend;
    reg [63:0] diff;
    reg [31:0] quotient;
    always @(posedge clk) begin
		div_zero = 1'b0;
        if(reset == 1'b1) begin
            flag = 1'b0;
            flagdiv = 1'b0;
            auxa = 32'b0;
            auxb = 32'b0;
            remainder = 32'b0;
            divisor = 32'b0;
            dividend = 32'b0;
            diff = 32'b0;
            quotient = 32'b0;
            high = 32'b0;
            low = 32'b0;
            div_end = 1'b0;
            div_zero = 1'b0;
        end
		if (div == 1'b1) begin    
            if ((a[31] && b[31]) || (~a[31] && ~b[31]))
                flag = 1'b0;
            else
                flag = 1'b1;
            if (!a[31])
                flagdiv = 1'b0;
            else
                flagdiv = 1'b1;
            if (a[31]) 
                auxa = (~a + 1'b1);
            else 
                auxa = a;
            if (b[31])
                auxb = (~b + 1'b1);
            else
                auxb = b;
			div_end = 1'b0;
            quotient = 32'b0;
            dividend = {32'b0, auxa};
            divisor = {1'b0, auxb, 31'b0};
            if (b == 32'b0)
				div_zero = 1'b1;
			else
				cont = 32;
        end
        else begin
            diff = dividend - divisor;
            quotient = quotient << 1;
            if (!diff[63]) begin
                dividend = diff;
                quotient[0] = 1'b1;
            end
            divisor = divisor >> 1;
            cont = cont - 1;
            if (cont == 0) begin
                if (flag)
                    low = (~quotient + 1'b1);
                else
                    low = quotient;
                if (flagdiv)
                    high = (~dividend[31:0] + 1'b1);
                else
                    high = dividend[31:0];
                div_end = 1'b1;
                remainder = 31'b0;
                divisor = 64'b0;
                dividend = 64'b0;
                quotient = 32'b0;
                diff = 64'b0;
                flag = 1'b0;
                cont = -1;
            end
        end
    end
endmodule
```
**flow/constraint.sdc**
```tcl
current_design div

set clk_period 28.6
set clk_io_pct 0.2

create_clock -name clk0 -period $clk_period [get_ports {clk}]

set non_clock_inputs [all_inputs -no_clocks]
set_input_delay [expr $clk_period * $clk_io_pct] -clock clk0 $non_clock_inputs
set_output_delay [expr $clk_period * $clk_io_pct] -clock clk0 [all_outputs]
```
**flow/run.sh**
```bash
#!/bin/bash
# OpenROAD 26Q1-2900-gdf79404cd8, Yosys 0.63+post, stock flow scripts
make -C /OpenROAD-flow-scripts/flow DESIGN_CONFIG=/design/flow/config.mk WORK_HOME=/design/flow/orfs finish
```
==> summary.txt <==
run results: die width 210.6 µm, Synth flops 258, Top cells excl fill/tap nand2_1 (322), dfxtp_1 (226), nor2_1 (193), clock share of power 36.1%, Total Power 1163 µW, Area growth, synth to finish 16.11%, post_cts resized 0, port bufs 132, CORE AREA 42980 µm², Post-Route WL 54900 µm, CP max FO 48, setup TNS 0 ps, First DRT Iteration DRCs 1165, Clock Path Buffers 3, RSZ-0062 raised after global routing no, first-pass GRT wire length 86860 µm, Pwr Density 57.59 nW/µm², remaining global-route overflow 0, initial antenna violation count 0, layout cells sized above 1 5.116%, CTS tree built, Logic area 11240 µm², # IOs 133, fin. max-slew vios 0, hold_sp divisor[20]$_SDFF_PP0_, Final period util 44.39%, H-Tree Depth 1, # rows 76, final setup vio count 0, largest net degree at the start of global routing 123, CTS Buf Count 31, most used logic cell in the final layout nand2_1, yosys cell count 2250, drt wl/cell 18.86 µm, DRC 0, main flop type dfxtp_1, Synth Instances 2250, R2R Setup Slk 22050 ps, Via density 5.614, Clock Pin Slew Worst Setup and Hold Paths 60 ps, Comb pwr share 28.2%, Tool Warnings 28, static leakage 0.007861 µW, total global-route track usage 25.35%, post-synthesis cell type count 88, area occupied by registers 5485 µm², max_slew headroom 40.55%, Synth Warn # 1, fill count 4209, Max Clock Freq 78.77 MHz, Die H 210.6 µm, Hold Crit Depth 2, # diodes 0, Hold Path Class reg2reg, Post-CTS Hold Fix Bufs 0, clk_skew 9.292 ps, Sw Ratio 33.14%, min cycle time layout 12700 ps, reg2reg start dividend[2]$_DFF_P_, actual slew at the worst max-slew pin 884.9 ps, Detailed Place HPWL 39830 µm, die area 44340 µm², mean post-synth cell area 7.733 µm², CP Launch Type primary input, Seq share, synth 31.53%, Arr. time, crit path 13190 ps, Sequential Power Share 35.7%, Hold EP divisor[19]$_SDFF_PP0_, Mapped Area 17400 µm², root buffer cell clkbuf_16, Crit Path Class in2reg, final hold violations 0, ys async rst share 0%, vias in the first global route 15512, Critical Path End Type flip-flop, EDFF count, synth 32, clk latency of the worst-skew pair 580 ps, internal power 777.9 µW, # Post-CTS Setup Buffers 0, status finished clean, FP Util 40.48%, Max VDD drop 56.98 µV, drt pass-1 iters 5, gpl congestion 0.9642, clock sinks 258, FF-to-FF path depth 22, antenna-violating nets left 0, via count 16342, r2r endpoint low[30]$_DFF_P_, Worst Path Required 29090 ps, synthesis area per yosys 17400 µm², max_cap viols 0, Switch Pwr 385.5 µW
## synth_stat cells, types with 15 or more instances
cell type	number	area [µm²]
nand2_1	322	1209
dfxtp_1	226	4524
nor2_1	195	732.0
a21oi_1	171	855.8
o21ai_0	149	745.7
xnor2_1	121	1060
clkbuf_1	109	409.1
o31ai_1	70	525.5
nor2b_1	68	425.4
ha_1	66	825.8
xor2_1	62	543.0
a21o_1	58	435.4
nor3_1	58	290.3
and3_1	56	350.3
nand3_1	35	175.2
a211oi_1	32	240.2
edfxtp_1	32	960.9
inv_1	31	116.4
nor4_1	27	168.9
nand4_1	22	137.6
or3_1	20	125.1
mux2i_1	19	190.2
nand2b_1	18	112.6
a31oi_1	16	100.1
buf_2	15	75.07
or4_1	15	112.6
## flip-flops by register name, indices dropped and copies added (netlist names)
signal,count
dividend,64
divisor,63
cont,32
high,32
low,32
quotient,31
div_end,1
div_zero,1
flag,1
flagdiv,1
## layer usage
| layer | wire [µm] | GRT usage, % | up-vias | part of all wire, % |
|---|---|---|---|---|
| met5 | 0 | 0 | - | 0 |
| met4 | 1391 | 5.722 | 0 | 2.5 |
| met3 | 3631 | 4.260 | 77 | 6.6 |
| met2 | 23680 | 37.67 | 475 | 43 |
| met1 | 26200 | 39.13 | 7583 | 48 |
| li1 | - | - | 8207 | - |
## cell type report
| class | count | area share [%] |
|---|---|---|
| multi-input cells | 1820 | 55.64 |
| inverters | 33 | 0.6193 |
| clock inverters | 14 | 0.8981 |
| clock buffers | 43 | 4.521 |
| flip-flops and latches | 258 | 27.15 |
| well taps | 585 | 3.623 |
| repair buffers | 158 | 7.544 |
## worst max path at each step
stage	from	endpoint	slack, ps	cells past startpoint
finish	reset	low[30]$_DFF_P_	15900	25
global route	reset	low[30]$_DFF_P_	15230	25
CTS	reset	low[30]$_DFF_P_	15990	25
## metrics by stage
stage / instance area [µm²] / utilization [%] / setup slack (ps) / hold slack, ps / instances
after detailed placement: 19110 / 44.45 / 15450 / 451.1 / 2854
after CTS: 20200 / 47.00 / 15990 / 459.2 / 2911
after global routing: 20200 / 47.00 / 15230 / 485.7 / 2911
after global placement: 19110 / 44.45 / 15560 / 452.3 / 2854
final: 20200 / 47.00 / 15900 / 458.7 / 2911
after floorplan: 17400 / - / 15670 / 391.8 / 2250
## critical path, stage by stage
cell	delay, ps
buf_4	430
clkinv_2	610
buf_4	470
nand2_1	120
ha_1	160
and4bb_1	260
o22ai_1	110
o21a_1	260
o21a_4	270
o41ai_4	550
a31oi_2	230
or3_4	460
and2_4	280
inv_2	230
buf_4	390
ha_1	260
o21ai_0	160
or2_2	360
o21bai_1	280
a21oi_1	270
o21ai_0	250
o21bai_1	260
o41ai_1	350
xor2_1	110
a211oi_1	220
## cell families after synthesis
kind of cell    synth area share, %
compound gates                23.61
flops                         31.53
buf+inv                       3.969
simple gates                  25.65
mux                           1.287
fa+ha+maj                     4.746
xor+xnor                      9.212
## power groups by stage
| stage | Sequential (µW) | Combinational (µW) | Clock, µW |
|---|---|---|---|
| CTS | 415 | 325 | 428 |
| global route | 419 | 363 | 441 |
| finish | 415 | 328 | 421 |
Power and IR drop assume default switching activity.
