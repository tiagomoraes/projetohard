### /design/flow/run.sh
#!/bin/bash
# OpenROAD 26Q1-2900-gdf79404cd8, Yosys 0.63+post, stock flow scripts
make -C /OpenROAD-flow-scripts/flow DESIGN_CONFIG=/design/flow/config.mk WORK_HOME=/design/flow/orfs finish
### /design/flow/config.mk
export PLATFORM = sky130hd
export DESIGN_NAME = mux32_8x1
export DESIGN_NICKNAME = mux32_8x1
export VERILOG_FILES = /design/flow/design.v
export SDC_FILE = /design/flow/constraint.sdc
export NUM_CORES = 4
export LEC_CHECK = 1
export CORE_AREA = 10 10 145 145
export DIE_AREA = 0 0 155 155
### /design/flow/constraint.sdc
current_design mux32_8x1

set clk_period 1.9
set clk_io_pct 0.2

create_clock -name clk0 -period $clk_period

set non_clock_inputs [all_inputs -no_clocks]
set_input_delay [expr $clk_period * $clk_io_pct] -clock clk0 $non_clock_inputs
set_output_delay [expr $clk_period * $clk_io_pct] -clock clk0 [all_outputs]
### /design/flow/design.v
module mux32_8x1 (a, b, c, d, e, f, g, h, sel, out);
	input wire [31:0]a;
	input wire [31:0]b;
	input wire [31:0]c;
	input wire [31:0]d;
	input wire [31:0]e;
	input wire [31:0]f;
	input wire [31:0]g;
	input wire [31:0]h;
	input wire [2:0]sel;
	output wire [31:0]out;
	assign out = (sel[2]) ? ((sel[1]) ? ((sel[0]) ? h : g) : ((sel[0]) ? f : e)) :
							((sel[1]) ? ((sel[0]) ? d : c) : ((sel[0]) ? b : a));
endmodule
==> notes.md <==
flow finished, numbers: mean cell area of the mapped netlist 18.19 sq um, Hold Startpoint g[11], share of layout cells above drive strength 1 42.15%, first-pass GRT wire length 20.76 mm, Hold Path Cell Cnt 4, Synth top area share 50.69%, Total Wirelength 14.34 mm, Static Leak 0.002718 uW, Netlist Area Pre-Place 0.002073 sq mm, RSZ-0062 raised after global routing true, Synth Warn # 0, cell type with the largest total area mux4_1, Max Cap Violations 0, Total GRT Usage 11.27%, fp_density 11.54%, sequential share of the synthesized area 0%, most frequent cell after synthesis mux4_1, vias 2726, Cell Type Count 7, cells after synthesis 114, die area 0.02403 sq mm, WL per Instance 21.22 um, Slew Viols, Final 0, I/O pins 291, Slew headroom 86.26%, largest net degree at the start of global routing 33, synth-to-layout area growth 189.1%, Peak VDD IR 116.3 uV, port bufs 291, Worst Hold Endpoint out[11], DRC viols 0, critical path class input port to output pin, failing checks negative setup slack, number of global-route vias before repair 3163, GRT overflow 0, Post-CTS Hold Buffers 0, Slew @ Worst Pin 0.2061 ns, DP HPWL 11.29 mm, biggest area cells mux4_1 (51%), mux4_2 (26%), mux2_2 (17%), Die Height 155 um, CP endpoint kind output pin, drt first pass iters 4, setup TNS -4.871 ns, Critical Path Source Type input port, core box area 0.01796 sq mm, Worst Hold Class input port to output pin, ys cells 114, antenna viol nets, final 0, row cnt 49, GPL Wtd Cong 0.8931, registers 0, Reg area 0 sq um, status finished, violations left, Critical Path AT 1.73 ns, final hold viol count 0, min Tclk post-route 2.113 ns, fill cell count 1775, vias per cell 4.033, fin crit share 111.2%, top cells by count, synth mux4_1 (40), mux2_2 (32), mux4_2 (24), buf_1 (8), buf_6 (7), power density over the cells 226.8 mW/mm^2, crit-path max FO 6, total power draw 1360 uW, Clock Buffer Count 0, drt first-iter violations 99, Worst Slack Setup Final -0.2125 ns, antenna violations before repair 1, die span in x 155 um, yosys stat chip area 0.002073 sq mm, Critical Path RT 1.52 ns, Max Freq 473.4 MHz, final setup fails 31, tool warnings 34
routing by layer:
layer | GRT usage [%] | wire length, um | vias up
li1 | - | - | 1218
met2 | 19.40 | 7303 | 155
met5 | 0 | 0 | -
met1 | 13.97 | 5594 | 1333
met4 | 1.035 | 201 | 0
met3 | 3.694 | 1243 | 20
metrics by stage:
| step | hold slack (ns) | setup slack (ns) | std cells | utilization (%) | instance area [sq um] |
|---|---|---|---|---|---|
| finish | 1.274 | -0.2125 | 676 | 33.37 | 5995 |
| global route | 1.296 | -0.2751 | 676 | 33.37 | 5995 |
| CTS | 1.358 | -0.2706 | 667 | 32.37 | 5816 |
| detailed placement | 1.704 | -0.6315 | 623 | 29.32 | 5266 |
| global placement | 1.705 | -0.6179 | 623 | 29.32 | 5266 |
| floorplan | 1.054 | 0.06981 | 114 | - | 2073 |
cells by family after synthesis:
kind of cell  synth area share (%)
buf+inv                      5.854
mux                          94.15
worst max-delay path, stage by stage:
cell	delay, ns
buf_16	0.12
buf_16	0.13
buf_12	0.12
buf_6	0.10
mux4_2	0.48
mux2_4	0.28
buf_6	0.11
how the worst max path moves through the flow:
stage / cells after the start / slack, ns / from / endpoint
after CTS: 7 / -0.27 / sel[0] / out[6]
after global routing: 7 / -0.28 / sel[0] / out[21]
final: 7 / -0.21 / sel[0] / out[29]
cell usage in the layout (no fill, tap or decap):
cell type        instances
buf_6                   51
dlymetal6s2s_1          44
buf_8                    3
mux2_4                  32
mux4_2                  62
diode_2                  1
clkdlybuf4s50_1        189
mux4_1                   2
buf_16                   5
buf_2                    9
buf_12                  11
dlygate4sd2_1           23
clkbuf_2                 1
buf_4                   14
what timing repair did:
item	4_1_cts	5_1_grt
resized	247	69
gates cloned	6	0
endpoints found under the setup margin	32	32
buffers inserted	39	14
power breakdown:
part           total [uW]  internal, uW   leakage (uW)  switching (uW)
Clock           0.0000704     0.0000704  0.00000000634               0
Combinational        1360          1040        0.00272             321
Sequential              0             0              0               0
Total                1360          1040        0.00272             321
cell type report:
type                            count  area, sq um  share of cell area, %
Tap cell                          229        286.5                  4.780
Multi-Input combinational cell     96         1929                  32.19
Antenna cell                        1        2.502                0.04174
Timing Repair Buffer              350         3776                  62.99
Power is estimated from default activity; no workload was simulated.
